### flow/run.sh
#!/bin/bash
# OpenROAD 26Q1-2900-gdf79404cd8, Yosys 0.63+post, stock flow scripts
make -C /OpenROAD-flow-scripts/flow DESIGN_CONFIG=/design/flow/config.mk WORK_HOME=/design/flow/orfs finish
### flow/config.mk
export PLATFORM = sky130hd
export DESIGN_NAME = LED_Verilog
export DESIGN_NICKNAME = LED_Verilog
export VERILOG_FILES = /design/flow/design.v
export SDC_FILE = /design/flow/constraint.sdc
export NUM_CORES = 4
export LEC_CHECK = 1
export CORE_AREA = 10 10 109 109
export DIE_AREA = 0 0 119 119
### flow/constraint.sdc
current_design LED_Verilog

set clk_period 3.8
set clk_io_pct 0.2

create_clock -name clk0 -period $clk_period [get_ports {clk}]

set non_clock_inputs [all_inputs -no_clocks]
set_input_delay [expr $clk_period * $clk_io_pct] -clock clk0 $non_clock_inputs
set_output_delay [expr $clk_period * $clk_io_pct] -clock clk0 [all_outputs]
### flow/design.v
`timescale 1ns / 1ps
module LED_Verilog(
    input clk,
    output LED1,
    output LED2,
    output LED3,
    output LED4,
    output LED5,
    output LED6,
    output LED7,
    output LED8
    );
	reg[15:0] div_cntr1;
	reg[6:0] div_cntr2;
	reg dec_cntr;
	reg half_sec_pulse;
	initial begin
		div_cntr1 = 0;
		div_cntr2 = 0;
		dec_cntr  = 0;
		end
	always@(posedge clk)
		begin
		div_cntr1 <= div_cntr1 + 1;
		if (div_cntr1 == 0) 
			if (div_cntr2 == 91) 
				begin
				div_cntr2 <= 0;
				half_sec_pulse <= 1;  
				end
			else
				div_cntr2 <= div_cntr2 + 1;
		else
			half_sec_pulse <= 0;
		if (half_sec_pulse == 1)	
			dec_cntr <= !dec_cntr;
		end	
	assign LED1 = 1'b0 ? 1'b1 : dec_cntr == 1'b1;
	assign LED2 = 1'b0 ? 1'b1 : dec_cntr != 1'b1;
	assign LED3 = 1'b0 ? 1'b1 : dec_cntr == 1'b1;
	assign LED4 = 1'b0 ? 1'b1 : dec_cntr != 1'b1;
	assign LED5 = 1'b0 ? 1'b1 : dec_cntr == 1'b1;
	assign LED6 = 1'b0 ? 1'b1 : dec_cntr != 1'b1;
	assign LED7 = 1'b0 ? 1'b1 : dec_cntr == 1'b1;
	assign LED8 = 1'b0 ? 1'b1 : dec_cntr != 1'b1;
endmodule
==> changes_impl.md <==
### Metrics

* Status: finished clean
* Vias in the first global route at 614
* CP Capture Type: output pin
* Tally of filler cells in the layout at between 1,000 and 1,500
* CTS Buf Count at 3
* Number of cell rows at 36
* Final ANT Viol Nets at 0
* Arithmetic-cell share of the synthesized area counting full adders, half adders and majority gates at under 10%
* Chip area in the Yosys report at 1140 sq um
* Cell count after placement at roughly 240
* Compound Share, Synth at under 10%
* Gates resized, CTS repair at 0
* Area of the placeable core at a little under 10,000 sq um
* Setup TNS Final at 0 ns
* Number of antenna violations at the first check in global routing at 0
* Netlist area before placement at roughly 1100 sq um
* Global placer's final weighted congestion at between 0.7 and 0.8
* Critical R2R Capture: div_cntr2[2]
* Slew @ Worst Pin at 0.393 ns
* Total cells reported by yosys after synthesis at ~100
* Root buffer selected by CTS: sky130_fd_sc_hd__clkbuf_8
* I/O pin cnt at 9
* Count of final hold-check violations at 0
* Maximum clock skew at final layout at slightly below 0.008 ns
* Postcts setup bufs at 0
* Pin count of the biggest net entering global routing at 16
* DRC marker count from the first detailed-route iteration at ~54
* Unique masters post-synth at 26
* Post-detail-place hpwl at 1200 um
* Leakage at just under 0.5 nW
* Net switching component of the power at 0.0000819 W
* Critical path required time at around 3 ns
* Hold Crit Start: half_sec_pulse
* Worst slew slack as a fraction of its limit at between 70% and 80%
* Clock latency (worst-skew pair) at 0.27 ns
* Worst IR Drop VDD at about 0.00014 V
* Top achievable clock speed at roughly 0.48 GHz
* Multiplexer share of the synthesized area at 0%
* Clock share of power at 36.4%
* Share of synthesized area occupied by flip-flops and latches at approximately half
* Max Slew Vio Count at 0
* Most frequently used flop master after synthesis: sky130_fd_sc_hd__dfxtp_1
* Reg-to-reg slack, setup at between 2 and 2.5 ns
* Depth of the worst register-to-register path at 4
* Pre-antenna DRT Iters at 5
* Tot GR Track Use at 2.22%
* Largest fanout on the critical path at 5
* Average footprint of a synthesized cell at approximately 11 sq um
* DRC Markers at 0
* Routed len/inst at roughly 6.6 um
* GR Overflow Total at 0
* Total of flip-flops plus latches after synthesis at 25
* Async set-or-reset flop fraction in the synthesized netlist at 0%
* Fraction of power spent switching nets at a little under a fifth
* Aggregate routed wire length at 1600 um
* Power Total at 0.000429 W
* Count of non-filler cells in the finished layout at between 200 and 250
* Power density of the placed cells at roughly 310 nW/um^2
* Path type of the worst setup path: reg2out
* Worst Hold Class: reg2reg
* Count of warnings emitted by yosys at 1
* Critical R2R Launch: div_cntr1[0]
* Register share of total power at around 64%
* Number of port buffers at 8
* First-pass GRT wire length at 2770 um
* XOR-XNOR Cells, Area Fraction at between 10 and 15%
* Stage-log warning count at 26
* Number of enable-type register cells in the synthesized netlist at 8
* Endpoint with the worst hold slack: dec_cntr
* Largest combinational cell category by area: simple AND/OR/NAND/NOR gates
* Signed area change from the synthesized netlist to the final layout at 21.3%
* Floorplan Utilization at between 10% and 20%
* Die y size at between 100 and 150 um
* Number of buffers between clock root and the deepest sink at 2
* Setup repair after global routing missed its margin: false
* Instance area at placement at approximately 1300 sq um
* Hold buffer count at cts at 0
* Clock input transition at the sequential cells of the worst setup and hold paths at roughly 0.090 ns
* Mean number of vias per cell at between 2 and 3
* Minimum clock period at ~2.1 ns
* H-tree lvl count at 1
* Synth Instances at approximately 100
* Part of the cycle the worst path needs at a little over half
* Cells on Worst Hold Path at 0
* Clk sinks at 25
* Arr. time, crit path at around 1.3 ns
* Via count of the routed design at around 680
* Combinational cell fraction of total power at 0%
* Kind of start point of the critical path: register
* Fraction of layout instances using a drive strength above 1 at between 10% and 20%
* Final instance area at between 1000 and 1500 sq um
* Chip Footprint at ~14,000 sq um
* Finish-stage setup viols at 0
* Max Cap Viol at 0
* CTS tree: built
* Simple-Gate Area Share at approximately a quarter
* Width of the die at between 100 and 150 um
* Total internal power at around 0.00035 W
* Inserted Diodes at 0
## cells in the mapped netlist, drive strengths merged, types with 4 or more instances
master / count / share of area (%)
dfxtp: 17 / 30
nand3: 13 / 7.7
xor2: 10 / 7.7
edfxtp: 8 / 21
xnor2: 8 / 6.2
buf: 7 / 4.6
nor2: 7 / 2.3
inv: 4 / 1.3
nand2: 4 / 1.3
nor4: 4 / 3.5
## area by class of cell
cell class	instances	area, sq um	share of cell area [%]
Multi-Input combinational cell	67	490	35.5
Timing Repair Buffer	8	80.1	5.80
Inverter	4	15.0	1.09
Clock buffer	3	41.3	2.99
Clock inverter	1	7.51	0.543
Sequential cell	25	581	42.0
Tap cell	133	166	12.0
## layout by cell type, fill, tap and decap left out, types with 2 or more instances in the layout
cell / Yosys / layout
sky130_fd_sc_hd__dfxtp_1: 17 / 17
sky130_fd_sc_hd__nand3_1: 10 / 10
sky130_fd_sc_hd__xor2_1: 10 / 10
sky130_fd_sc_hd__xnor2_1: 8 / 8
sky130_fd_sc_hd__edfxtp_1: 8 / 8
sky130_fd_sc_hd__clkdlybuf4s50_1: 0 / 8
sky130_fd_sc_hd__nor2_1: 7 / 7
sky130_fd_sc_hd__nand2_1: 4 / 4
sky130_fd_sc_hd__inv_1: 4 / 4
sky130_fd_sc_hd__nor2b_1: 3 / 3
sky130_fd_sc_hd__nor4_1: 3 / 3
sky130_fd_sc_hd__ha_1: 3 / 3
sky130_fd_sc_hd__clkbuf_8: 0 / 3
sky130_fd_sc_hd__o21ai_0: 2 / 2
sky130_fd_sc_hd__nand3_2: 2 / 2
sky130_fd_sc_hd__and3_1: 2 / 2
sky130_fd_sc_hd__nand4_1: 2 / 2
sky130_fd_sc_hd__nor3_1: 2 / 2
## metal layers
layer  global-route usage [%]  share of wire, %  up-vias
li1                         -                 -      361
met1                     3.41                56      311
met2                     2.77                36       12
met3                     1.20               7.8        0
met4                   0.0763                 0        0
met5                        0                 0        -
## worst max-delay path by stage
stage                    start  endpoint
final                 dec_cntr      LED4
after CTS             dec_cntr      LED8
after global routing  dec_cntr      LED2
## stage by stage
step | setup WS, ns | util, % | hold slack (ns)
floorplan | 2.41 | - | 0.429
global placement | 2.01 | 13.8 | 0.449
detailed placement | 1.98 | 13.8 | 0.448
CTS | 1.68 | 14.3 | 0.471
global route | 1.59 | 14.3 | 0.491
finish | 1.71 | 14.3 | 0.467
## flip-flops by register name (all words and copies together) (netlist names)
register,flops
div_cntr1,16
div_cntr2,7
dec_cntr,1
half_sec_pulse,1
## worst max-delay path, cell delays in order (launching register included)
cell and delay, ns:
sky130_fd_sc_hd__edfxtp_1 0.44, sky130_fd_sc_hd__inv_1 0.14, sky130_fd_sc_hd__clkdlybuf4s50_1 0.48
## power groups by stage
| stage | Clock, W | Sequential [W] | Combinational [W] |
|---|---|---|---|
| after CTS | 0.000163 | 0.000273 | 0.000000000230 |
| final | 0.000156 | 0.000273 | 0.000000000230 |
| after global routing | 0.000177 | 0.000273 | 0.000000000230 |
## logic make-up (layout without fill, tap and decap cells)
kind of cell    Yosys count  in the layout
xor+xnor                 18             18
compound gates            3              3
buf+inv                  11             16
flops                    25             25
simple gates             43             43
fa+ha+maj                 3              3
Power figures rest on the tool's default switching activity, not on a simulated workload.
